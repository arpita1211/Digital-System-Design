[/design/flow/design.v]
`timescale 1ns / 1ps
module sequence_detector (
    input wire clk,
    input wire rst,
    input wire din,
    output reg dout
);
    parameter S0 = 3'b000;  
    parameter S1 = 3'b001;  
    parameter S2 = 3'b010;  
    parameter S3 = 3'b011;  
    parameter S4 = 3'b100;  
    parameter S5 = 3'b101;  
    reg [2:0] current_state, next_state;
    always @(posedge clk or posedge rst) begin
        if (rst)
            current_state <= S0;
        else
            current_state <= next_state;
    end
    always @(*) begin
        case (current_state)
            S0: begin
                if (din)
                    next_state = S1;
                else
                    next_state = S0;
            end
            S1: begin
                if (!din)
                    next_state = S2;
                else
                    next_state = S1;
            end
            S2: begin
                if (din)
                    next_state = S3;
                else
                    next_state = S0;
            end
            S3: begin
                if (din)
                    next_state = S4;
                else
                    next_state = S2;
            end
            S4: begin
                if (!din)
                    next_state = S5;
                else
                    next_state = S1;
            end
            S5: begin
                if (!din)
                    next_state = S0;
                else
                    next_state = S3;
            end
            default: next_state = S0;
        endcase
    end
    always @(posedge clk or posedge rst) begin
        if (rst)
            dout <= 1'b0;
        else if (current_state == S5)
            dout <= 1'b1;
        else
            dout <= 1'b0;
    end
endmodule
[/design/flow/run.sh]
#!/bin/bash
# OpenROAD 26Q1-2900-gdf79404cd8, Yosys 0.63+post, stock flow scripts
make -C /OpenROAD-flow-scripts/flow DESIGN_CONFIG=/design/flow/config.mk WORK_HOME=/design/flow/orfs finish
[/design/flow/config.mk]
export PLATFORM = sky130hd
export DESIGN_NAME = sequence_detector
export DESIGN_NICKNAME = sequence_detector
export VERILOG_FILES = /design/flow/design.v
export SDC_FILE = /design/flow/constraint.sdc
export NUM_CORES = 4
export LEC_CHECK = 1
export CORE_AREA = 10 10 70 70
export DIE_AREA = 0 0 80 80
[/design/flow/constraint.sdc]
current_design sequence_detector

set clk_period 1.6
set clk_io_pct 0.2

create_clock -name clk0 -period $clk_period [get_ports {clk}]

set non_clock_inputs [all_inputs -no_clocks]
set_input_delay [expr $clk_period * $clk_io_pct] -clock clk0 $non_clock_inputs
set_output_delay [expr $clk_period * $clk_io_pct] -clock clk0 [all_outputs]
==> notes.md <==
Implementation results.

The total CTS buffers is 3. VDD sags by at most 0.0002389 V. Across the routed clock network, the largest skew measured is 0.005341 ns. The first global-routing pass estimated 552 um of wire. The clock transition at the registers of the reported paths is 0.05 ns. In this run the static leakage power is 0.1411 nW.

The worst slew slack as a fraction of its limit is 0.8287. In this run the clock root is driven by a sky130_fd_sc_hd__clkbuf_4. Ranking logic cells in the layout by count gives the top entries sky130_fd_sc_hd__dfrtp_1 (6), sky130_fd_sc_hd__nor2_1 (3), sky130_fd_sc_hd__clkbuf_4 (3), sky130_fd_sc_hd__clkdlybuf4s50_1 (3). The setup violation total in the final timing report is 0. The total number of placement rows is 21. Hold repair after CTS inserted 0 buffers. The most numerous logic cell after layout is sky130_fd_sc_hd__dfrtp_1. Before antenna repair, the detailed router went through 2 iterations. The capture point of the worst register-to-register path is recorded as current_state[3]. The cell count after synthesis is 16. The max-cap check violation count is 0. After floorplanning, the die was sized to cover 0.006400 mm^2. Per the synthesis report, the number of distinct cell types is 9. The critical-path maximum fanout is 1.

The aggregate global routing overflow is 0. A synthesized cell averages 14.08 um^2. The cell-mix breakdown from Yosys lists the adder-cell area share as 0. In this run the layout overhead on the synthesized area is reported as 50.56%. The path class of the tightest hold or removal check is in2async. Subtracting the final worst setup slack from the clock period gives 1.335 ns. According to the Yosys statistics, the synthesized design has a chip area of 225.2 um^2. The repair_antennas step left the layout with diodes totalling 0. In the routed layout, each cell is associated on average with a via count of 1.870. In this run the critical path is formed by clkdlybuf4s50_1.

The global routing report lists combined usage of all routing layers as 0.01094. The number of clock sinks came to 7. The pin count of the biggest net entering global routing is 8.

For reference, the final report shows the hold violation count at 0. In the final routed layout, each cell accounts on average for 5.014 um. The worst-case hold slack is 0.2928 ns. The number of antenna violations at the first check in global routing was 0. The critical path endpoint has a required time of 1.28 ns. After synthesis, the share of cell area in mux cells is 0. Per the timing report, the achievable frequency comes out to 748.9 MHz. Looking at the post-CTS report, the setup buffer insertion count equals 0. After legalization and detailed placement, the total HPWL measured 253.5 um. The main logic family after synthesis is simple AND/OR/NAND/NOR gates. The placeable core region is 0.003416 mm^2. Per the timing report, the most critical flop-to-flop path originates at current_state[3]. During placement, the flow inserted port buffers numbering 3. The routed wire length is 346 um. The max-slew violation count is 0. The placer congestion estimate is 0.6904. Per the synthesis report, the AND-OR/OR-AND share of the synthesized area is 0.07222. Of the synthesized area, sequential elements account for 0.7833. Per the CTS log, the maximum H-tree level is 1.

The slack of the worst reg-to-reg path is 0.82 ns. The number of synthesis warnings is 1. The chip width is 80 um. Per STA, the highest per-stage delay on the worst path measures 0.45 ns. The fraction of the cycle the final worst path needs is 0.8346. Counting both buffers and inverters, the worst setup path holds a total of 1. The worst reg-to-reg path cell count is 1. Pin placement for this block handled 4 I/O pins. The cell with the largest stage delay on the worst path is sky130_fd_sc_hd__clkdlybuf4s50_1. The worst-skew pair later-pin latency is 0.25 ns. The number of synthesized register bits is 7. The cell area that synthesis handed to floorplanning was 225.2 um^2. The TritonCTS clock tree is built. Summing over the stages, the warning tally comes to 25. The power per cell area is 1098 mW/mm^2. Detailed-route iteration 0 reported a violation count of 8. The flow ran to the end, and the final reports show no timing, DRC or antenna violations.

Per the synthesis report, the XOR/XNOR share of the synthesized area is 0. After filler insertion, the fill cell instance count of the layout stands at 399. For reference, the top cells by area after synthesis are sky130_fd_sc_hd__dfrtp_1 (67%), sky130_fd_sc_hd__dfstp_2 (12%), sky130_fd_sc_hd__nor2_1 (5.0%). Summed over all instances, the cell type with the most area after synthesis is sky130_fd_sc_hd__dfrtp_1. The share of synthesized area in the top cell type comes to 0.6667. For reference, the most critical setup path is categorized as reg2out. On the critical path the data arrives at 1.02 ns. The script parses the final routing iteration and logs DRC violations as 0.

Setup repair after global routing left no endpoint under its margin. From bottom edge to top edge, the die measures 80 um. The ratio of cells with drive above 1 in the final layout is 0.1739. The capturing element type of the critical path is an output port. In this run the remaining antenna-violating nets after routing total 0. On the critical path the largest part of the delay comes from buffers and inverters. The worst setup path is launched from a flop. Of the total synthesized cell area, the portion taken by AND, OR, NAND and NOR gates is 0.1278. After synthesis, the design contains 16 cells according to Yosys. The multi-input combinational cells in the finished layout cover a total of 45.04 um^2.

Registers take 176.4 um^2. The setup total negative slack is 0 ns. The clock passes through at most 2 buffers.

The number of global-route vias before repair is 135. The total of cells resized after clock tree synthesis is 0. The via total after detailed routing is 129. The slew of the pin with the lowest slew margin is 0.2567 ns. The floorplan utilization is 0.06593.
kinds of logic after synthesis:
kind of cell / Yosys count
flip-flops: 7
buffers and inverters: 1
AND/OR/NAND/NOR: 6
AND-OR/OR-AND: 2
report_power, final:
part	leakage, nW	internal, mW	switching (mW)	total (mW)
combinational	0.0328	0.0117	0.0102	0.0219
clock	0.0150	0.0948	0.0605	0.155
sequential	0.0933	0.190	0.00520	0.195
total	0.141	0.297	0.0758	0.372
cell usage after synthesis:
| master | instances |
|---|---|
| sky130_fd_sc_hd__and2_1 | 1 |
| sky130_fd_sc_hd__dfrtp_1 | 6 |
| sky130_fd_sc_hd__dfstp_2 | 1 |
| sky130_fd_sc_hd__inv_1 | 1 |
| sky130_fd_sc_hd__nor2_1 | 3 |
| sky130_fd_sc_hd__nor2b_1 | 1 |
| sky130_fd_sc_hd__nor3_1 | 1 |
| sky130_fd_sc_hd__o21a_1 | 1 |
| sky130_fd_sc_hd__o31a_1 | 1 |
final cells by class:
type / instances / share of cell area
Clock buffer: 4 / 0.07749
Timing Repair Buffer: 3 / 0.08856
Sequential cell: 7 / 0.5203
Multi-Input combinational cell: 8 / 0.1328
Tap cell: 46 / 0.1697
Inverter: 1 / 0.01107
stage by stage:
stage,instances,area (um^2),util,total power [mW],setup WS [ns]
after floorplan,16,225.2,-,0.2093,0.8484
after global placement,65,312.8,0.09158,0.2188,0.4898
after detailed placement,65,312.8,0.09158,0.2198,0.4707
after CTS,69,339.1,0.09927,0.3792,0.2471
after global routing,69,339.1,0.09927,0.3956,0.2377
final,69,339.1,0.09927,0.3724,0.2647
worst max path at each step:
stage	start	end	slack, ns	cells after the start
after CTS	dout	dout	0.25	1
after global routing	dout	dout	0.24	1
final	dout	dout	0.26	1
per-layer routing:
metal | vias to the layer above | global-route usage | routed length (um)
met5 | - | 0 | 0
met4 | 0 | 0.001761 | 0
met3 | 0 | 0.01250 | 55
met2 | 7 | 0.01284 | 103
met1 | 56 | 0.01281 | 188
li1 | 66 | - | -
state kept, by name (all words and copies together), names as in the netlist:
| name | count |
|---|---|
| current_state | 6 |
| dout | 1 |
Power and IR drop assume default switching activity.
