$ cat flow/constraint.sdc
current_design non_overlap_seq_detector

set clk_period 1.6
set clk_io_pct 0.2

create_clock -name clk0 -period $clk_period [get_ports {clk}]

set non_clock_inputs [all_inputs -no_clocks]
set_input_delay [expr $clk_period * $clk_io_pct] -clock clk0 $non_clock_inputs
set_output_delay [expr $clk_period * $clk_io_pct] -clock clk0 [all_outputs]
$ cat flow/run.sh
#!/bin/bash
# OpenROAD 26Q1-2900-gdf79404cd8, Yosys 0.63+post, stock flow scripts
make -C /OpenROAD-flow-scripts/flow DESIGN_CONFIG=/design/flow/config.mk WORK_HOME=/design/flow/orfs finish
$ cat flow/design.v
`timescale 1ns / 1ps
module non_overlap_seq_detector (
    input wire clk,
    input wire rst,
    input wire din,
    output reg dout
);
    parameter S0 = 3'b000;  
    parameter S1 = 3'b001;  
    parameter S2 = 3'b010;  
    parameter S3 = 3'b011;  
    parameter S4 = 3'b100;  
    parameter S5 = 3'b101;  
    reg [2:0] current_state, next_state;
    always @(posedge clk or posedge rst) begin
        if (rst)
            current_state <= S0;
        else
            current_state <= next_state;
    end
    always @(*) begin
        case (current_state)
            S0: begin
                if (din)
                    next_state = S1;
                else
                    next_state = S0;
            end
            S1: begin
                if (!din)
                    next_state = S2;
                else
                    next_state = S1;
            end
            S2: begin
                if (din)
                    next_state = S3;
                else
                    next_state = S0;
            end
            S3: begin
                if (din)
                    next_state = S4;
                else
                    next_state = S2;
            end
            S4: begin
                if (!din)
                    next_state = S5;
                else
                    next_state = S1;
            end
            S5: begin
                next_state = S0;
            end
            default: next_state = S0;
        endcase
    end
    always @(posedge clk or posedge rst) begin
        if (rst)
            dout <= 1'b0;
        else if (current_state == S5)
            dout <= 1'b1;
        else
            dout <= 1'b0;
    end
endmodule
$ cat flow/config.mk
export PLATFORM = sky130hd
export DESIGN_NAME = non_overlap_seq_detector
export DESIGN_NICKNAME = non_overlap_seq_detector
export VERILOG_FILES = /design/flow/design.v
export SDC_FILE = /design/flow/constraint.sdc
export NUM_CORES = 4
export LEC_CHECK = 1
export CORE_AREA = 10 10 70 70
export DIE_AREA = 0 0 80 80
==> qor.txt <==
starting DRC count in detailed routing: 0
post-DP HPWL: 264 um
fin crit period: 1330 ps
cell chain of the critical path: clkdlybuf4s50_1
M1 WL: 141 um
Max FO, Critical Path: 1
Leakage: 0.142 nW
Buf/Inv on CP: 1
VDD IR max: 0.000133 V
Top Layer Used: met4
Final setup viols: 0
cells in synth_stat.txt: 16
Post-route DRC: 0
WL met3: 49 um
H-tree depth: 1
global-route wire length before repair: 614 um
clk_skew: 1.84 ps
Ant. Diodes: 0
Max-Cap Viols: 0
critical path data arrival time: 1010 ps
# hold bufs at CTS: 0
metal2 WL: 137 um
Slowest-stage cell, CP: clkdlybuf4s50_1
layout cells sized above 1: 17.4%
Core Rows: 21
post-DR vias/cell: 1.91
I/O pin count: 4
Distinct cells, synth: 8
clock sink total: 7
CTS buffer count: 3
Setup Buffers After CTS: 0
fin worst setup slack: 266 ps
CTS max path bufs: 2
relative slew slack: 83.5%
Worst EP required: 1280 ps
CTS tree: built
initial antenna violation count: 0
dpl ws: 500 ps
drt total wl: 337 um
Highest Clock Rate: 0.750 GHz
endpoint class of the critical path: output port
synthesized cell area: 226 sq um
router iterations before antenna repair: 1
DR WL/cell: 4.88 um
Yosys warnings: 1
Final period util: 83.4%
Synth Seq Share: 77.9%
family with the most delay on the worst path: buffers and inverters
status: finished clean
yosys synthesis chip area: 226 sq um
Worst-Margin Slew: 247 ps
placer congestion estimate: 0.688
clk slew on worst S/H paths: 50 ps
setup TNS: 0 ps
die width: 80 um
Hold Crit Class: input port to asynchronous set/reset pin
delay of the slowest critical-path stage: 450 ps
Synth area leader: dfrtp_1
OpenROAD warning count: 25
Syn Area/Cell: 14.2 sq um
Cell Pwr Density: 1090 nW/um^2
Clock Tree Root: clkbuf_4
grt ovf: 0
Hold Violations, Final: 0
final tally of max-slew violations: 0
DRT antenna net count: 0
die area: 6400 sq um
flops out of synthesis: 7
later-pin clock latency in the skew report: 250 ps
Max-area cell share: 66.3%
total track usage: 1.19%
area growth from synthesis to layout: 50.3%
Top area cell types: dfrtp_1 (66%), dfstp_2 (12%), and2_1 (5.5%)
Chip Height: 80 um
CP Launch Type: register
vias in the first global route: 154
Port Buffers: 3
critical path type: register to output port
RSZ-0062 raised after global routing: no
pin count of the biggest net entering global routing: 8
synthesized instance count: 16
Core Region: 3420 sq um
Initial Util: 6.63%
post-CTS sizing: 0
Vias: 132
final timing paths:
path	start	end	slack, ps	cells after the start
setup reg to reg	current_state[3]$_DFF_PP0_	current_state[3]$_DFF_PP0_	830	1
min in group clk0	current_state[4]$_DFF_PP0_	dout$_DFF_PP0_	370	0
hold / removal	rst	current_state[4]$_DFF_PP0_	300	2
max in group asynchronous	rst	current_state[0]$_DFF_PP1_	1040	2
setup / recovery	dout$_DFF_PP0_	dout	270	1
hold reg to reg	current_state[4]$_DFF_PP0_	dout$_DFF_PP0_	370	0
where the power goes:
part	switching, W	leakage [nW]	internal, W	total, W
sequential	0.00000470	0.0933	0.000190	0.000194
clock	0.0000604	0.0150	0.0000948	0.000155
combinational	0.0000101	0.0334	0.0000113	0.0000214
cell usage after synthesis, drive strengths merged:
| library cell | n |
|---|---|
| dfrtp | 6 |
| nor2 | 3 |
| and2 | 2 |
| dfstp | 1 |
| inv | 1 |
| nor2b | 1 |
| o21bai | 1 |
| o31a | 1 |
through the flow:
step                util [%]  instances  area [sq um]  power [W]  hold slack [ps]
detailed placement      9.19         65           314   0.000219              359
global placement        9.19         65           314   0.000218              363
global route            9.96         69           340   0.000392              354
finish                  9.96         69           340   0.000371              301
CTS                     9.96         69           340   0.000379              297
floorplan                  -         16           226   0.000208              123
flip-flops by register name, indices dropped and copies added, names as in the netlist:
register       cells
dout               1
current_state      6
per-layer routing:
| metal | track usage [%] | vias to the layer above |
|---|---|---|
| met5 | 0 | - |
| met4 | 0.528 | 0 |
| met3 | 1.59 | 2 |
| met2 | 1.44 | 8 |
| met1 | 1.08 | 57 |
| li1 | - | 65 |
cell type report:
class	count	area (sq um)
fillers	398	3080
flip-flops and latches	7	176
well taps	46	57.6
multi-input cells	8	46.3
repair buffers	3	30.0
clock buffers	4	26.3
inverters	1	3.75
cell families after synthesis:
family	after synthesis	share of synthesized area (%)
buffers and inverters	1	1.66
flip-flops	7	77.9
AND-OR/OR-AND	2	7.18
AND/OR/NAND/NOR	6	13.3
placed cells by master (no fill, tap or decap):
| master | netlist | layout |
|---|---|---|
| dfrtp_1 | 6 | 6 |
| nor2_1 | 3 | 3 |
| clkbuf_4 | 0 | 3 |
| clkdlybuf4s50_1 | 0 | 3 |
| and2_1 | 2 | 2 |
| o31a_1 | 1 | 1 |
| nor2b_1 | 1 | 1 |
| o21bai_1 | 1 | 1 |
| inv_1 | 1 | 1 |
| clkbuf_1 | 0 | 1 |
| dfstp_2 | 1 | 1 |
Power figures rest on the tool's default switching activity, not on a simulated workload.
