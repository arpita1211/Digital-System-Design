**flow/constraint.sdc**
```tcl
current_design up_down_counter

set clk_period 1.4
set clk_io_pct 0.2

create_clock -name clk0 -period $clk_period [get_ports {clk}]

set non_clock_inputs [all_inputs -no_clocks]
set_input_delay [expr $clk_period * $clk_io_pct] -clock clk0 $non_clock_inputs
set_output_delay [expr $clk_period * $clk_io_pct] -clock clk0 [all_outputs]
```
**flow/run.sh**
```bash
#!/bin/bash
# OpenROAD 26Q1-2900-gdf79404cd8, Yosys 0.63+post, stock flow scripts
make -C /OpenROAD-flow-scripts/flow DESIGN_CONFIG=/design/flow/config.mk WORK_HOME=/design/flow/orfs finish
```
**flow/config.mk**
```make
export PLATFORM = sky130hd
export DESIGN_NAME = up_down_counter
export DESIGN_NICKNAME = up_down_counter
export VERILOG_FILES = /design/flow/design.v
export SDC_FILE = /design/flow/constraint.sdc
export NUM_CORES = 4
export LEC_CHECK = 1
export CORE_AREA = 10 10 70 70
export DIE_AREA = 0 0 80 80
```
**flow/design.v**
```verilog
`timescale 1ns / 1ps
module up_down_counter #(parameter N = 4)(  
    input wire clk,          
    input wire reset,        
    input wire enable,       
    input wire pause,        
    input wire up_down,      
    output reg [N-1:0] count  
);
always @(posedge clk) begin
        if (reset) begin
            count <= 0;  
        end
        else if (enable && !pause) begin  
            if (up_down) begin
                count <= count + 1;  
            end else begin
                count <= count - 1;  
            end
        end
    end
endmodule
```
==> deck_impl_summary.md <==
Key Metrics from the Run

Status
  • Status: finished with violations
  • Failing checks: setup timing

Die
  • Core area: 3420 sq um
  • Chip area: 6400 sq um
  • Cell row count: 21
  • Die Y: 80 um
  • Fp util: 7.07%
  • Die width: 80 um
  • IO Count: 9

Setup path
  • CP Capture Type: flip-flop
  • Critical path class: flip-flop to flip-flop
  • Max FO, Critical Path: 2
  • Crit path DRT: 1.51 ns
  • Startpoint types: flip-flop
  • Crit path arrival time: 1.61 ns
  • R2R depth: 5

Global route
  • Vias in the first global route: 233
  • Total gr overflow: 0
  • GRT Total Usage: 2.02%
  • Antenna violations before repair: 0
  • Wire length of the first global-routing pass: 1010 um
  • Largest net degree at the start of global routing: 6

Place
  • GPL Wtd Cong: 0.753
  • Placed Cells: 83
  • Detailed Place HPWL: 487 um
  • Cell Area, Placed: 413 sq um
  • Port-buffer cells: 8

Clock network
  • H-Tree Depth: 1
  • CTS clk-pin slew, worst paths: 0.04 ns
  • Insertion Delay late pin: 0.24 ns
  • CTS root buffer: clkbuf_4
  • CTS buffer count: 3
  • Clk buf depth: 2
  • CTS tree: built
  • Clock sinks: 4

Cells and area
  • Post-route insts no fill: 87
  • Area Growth Syn to Fin: 91.2%
  • Number of flip-flops in the largest register: 4
  • Layout cells sized above 1: 41.5%
  • Fill cells: 409
  • Top Registers: count: 4 flops
  • Largest Register: count
  • Final core occ: 13.5%
  • Final Cell Area: 462 sq um

Final timing
  • Worst slew pin tran: 0.215 ns
  • Max frequency: 0.669 GHz
  • Final setup violation count: 1
  • Final Hold Fails: 0
  • Slew margin rel.: 85.6%
  • Period utilisation layout: 107%
  • Fin crit period: 1.49 ns
  • RSZ-0062 raised after global routing: true
  • Setup TNS: -0.0938 ns
  • Worst Skew: 0.00606 ns
  • Slew Limit Fails: 0
  • Worst setup margin: -0.0938 ns

Power
  • Tot Pwr: 377 uW
  • Peak supply drop: 523 uV
  • Power per cell area: 818 nW/um^2
  • Leakage: 0.194 nW

Detailed routing
  • Antenna-violating nets left: 0
  • Antenna cells: 0
  • DRC: 0
  • DRT Pass-1 Iters: 2
  • Routed len/inst: 6.91 um
  • Drt total wl: 601 um
  • Starting DRT DRC Count: 3
  • Via count: 224
  • Vias/cell: 2.57

Worst hold path
  • Hold depth: 2
  • Hold Path Class: flip-flop to flip-flop

Synthesis
  • Mean Syn Cell Area: 9.66 sq um
  • # Cells Yosys: 25
  • Yosys warns: 1
  • Post-synth seq share: 33.2%
  • Biggest area cells: dfxtp_1, ha_1, fa_1, mux2i_1, xnor2_1
  • Post-Syn Area: 241 sq um
  • Top-area cell share: 33.2%
  • Cell Type Count: 14
  • Yosys Chip Area: 241 sq um
  • Post-synth regs: 4
  • Synth Instances: 25
  • Synth area leader: dfxtp_1

Job
  • Tool Warnings: 28
  • # Max-Cap Violations: 0
-- worst max-delay path: stages, from the launching register on --
cell and delay, ns:
dfxtp_2 0.34, ha_4 0.19, a21o_1 0.16, a21oi_2 0.13, mux2i_1 0.22, mux2_1 0.33
-- cell usage in the layout, fill, tap and decap left out, types with 2 or more instances in the layout --
cell type,count
buf_4,6
clkbuf_4,3
clkdlybuf4s50_1,5
dfxtp_2,3
dlygate4sd2_1,2
mux2i_1,2
nand2_1,2
nor2_1,4
nor2b_1,2
xnor2_1,2
-- cells by family after synthesis --
family,synth area share [%]
buf+inv,3.62
compound gates,9.85
flops,33.2
mux,13.0
simple gates,14.5
xor+xnor,7.26
fa+ha+maj,18.7
-- layout make-up --
type	count	area [sq um]	share of cell area, %
well taps	46	57.6	12.5
repair buffers	14	124	26.8
flip-flops and latches	4	83.8	18.2
clock buffers	3	22.5	4.88
inverters	1	6.26	1.36
multi-input cells	19	168	36.3
-- routing by layer --
metal	up-vias	routed length [um]	global-route usage [%]
li1	117	-	-
met1	100	233	2.20
met2	7	285	2.89
met3	0	83	1.82
met4	0	0	0.352
met5	-	0	0
-- per-stage QoR --
stage / setup slack (ns) / hold slack [ns]
after floorplan: -0.0986 / 0.345
after global placement: -0.689 / 0.533
after detailed placement: -0.692 / 0.561
after global routing: -0.168 / 0.614
after CTS: -0.152 / 0.562
final: -0.0938 / 0.554
-- path summary, 6_finish.rpt --
check | from | to | slack, ns
setup reg to reg | count[1]$_SDFFE_PP0P_ | count[3]$_SDFFE_PP0P_ | -0.09
hold reg to reg | count[0]$_SDFFE_PP0P_ | count[0]$_SDFFE_PP0P_ | 0.55
setup / recovery | count[1]$_SDFFE_PP0P_ | count[3]$_SDFFE_PP0P_ | -0.09
hold / removal | count[0]$_SDFFE_PP0P_ | count[0]$_SDFFE_PP0P_ | 0.55
-- synth_stat cells --
master	count
a211oi_1	1
nand2_1	2
a21o_1	1
fa_1	1
buf_2	1
mux2i_1	2
mux2_1	1
xnor2_1	2
nor2_1	4
dfxtp_1	4
inv_1	1
ha_1	2
nor2b_1	2
a21oi_2	1
-- where the power goes --
| group | internal, mW | leakage, nW | switching, mW |
|---|---|---|---|
| registers | 0.126 | 0.0340 | 0.00834 |
| logic | 0.0639 | 0.146 | 0.0357 |
| clock network | 0.0959 | 0.0138 | 0.0480 |
| total | 0.285 | 0.194 | 0.0920 |
-- repair_timing --
| item | 4_1_cts | 5_1_grt |
|---|---|---|
| setup endpoints to repair | 6 | 3 |
| gates resized | 8 | 2 |
| setup buffers | 1 | 0 |
| hold buffers | 0 | 0 |
| pin swaps | 4 | 2 |
Power figures rest on the tool's default switching activity, not on a simulated workload.
